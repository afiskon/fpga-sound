## design.v

```verilog
`default_nettype none
module prescaler(input logic in_clk, output logic out_clk);
    parameter counter_max = 1250;
    parameter counter_bits = 11;
    logic [counter_bits-1:0] devider;
    always_ff @(posedge in_clk)
    begin
        if(devider == counter_max)
        begin
            devider <= 0;
            out_clk <= 1;
        end
        else
        begin
            devider <= devider + 1;
            out_clk <= 0;
        end
    end
endmodule  
module sawtooth_sig(input logic clk, output logic [0:7] sig);
    logic [0:7] counter = 0;
    assign sig = counter;
    always_ff @(posedge clk)
    begin
        if(counter == 8'b11111111)
            counter <= 0;
        else
            counter <= counter + 1;
    end
endmodule  
module top(
        input logic raw_clk,
        output logic [0:7] sig);
    logic clk678hz, clk999hz, clk_chfreq;
    logic [0:7] sig678hz;
    logic [0:7] sig999hz;
    logic use678hz = 1;
    assign sig = use678hz ? sig678hz : sig999hz;
    always_ff @(posedge clk_chfreq)
    begin
        use678hz <= !use678hz;
    end
    prescaler #(.counter_max(69), .counter_bits(7))
        clk678hz_ps(
            .in_clk(raw_clk),
            .out_clk(clk678hz));
    prescaler #(.counter_max(47), .counter_bits(6))
        clk999hz_ps(
            .in_clk(raw_clk),
            .out_clk(clk999hz));
    prescaler #(.counter_max(12000000), .counter_bits(24))
        clk_chfreq_ps(
            .in_clk(raw_clk),
            .out_clk(clk_chfreq));
    sine_sig gen678hz(clk678hz, sig678hz);
    sine_sig gen999hz(clk999hz, sig999hz);
endmodule  
`default_nettype none
module sine_sig(input logic clk, output logic [0:7] sig);
    logic [0:7] counter;
    sawtooth_sig st_sig(clk, counter);
    always_ff @(posedge clk)
    begin
        case (counter)
            8'b00000000: sig <= 8'b01111111;
            8'b00000001: sig <= 8'b10000010;
            8'b00000010: sig <= 8'b10000101;
            8'b00000011: sig <= 8'b10001000;
            8'b00000100: sig <= 8'b10001011;
            8'b00000101: sig <= 8'b10001110;
            8'b00000110: sig <= 8'b10010001;
            8'b00000111: sig <= 8'b10010100;
            8'b00001000: sig <= 8'b10010111;
            8'b00001001: sig <= 8'b10011010;
            8'b00001010: sig <= 8'b10011101;
            8'b00001011: sig <= 8'b10100000;
            8'b00001100: sig <= 8'b10100011;
            8'b00001101: sig <= 8'b10100110;
            8'b00001110: sig <= 8'b10101001;
            8'b00001111: sig <= 8'b10101100;
            8'b00010000: sig <= 8'b10101111;
            8'b00010001: sig <= 8'b10110010;
            8'b00010010: sig <= 8'b10110101;
            8'b00010011: sig <= 8'b10111000;
            8'b00010100: sig <= 8'b10111010;
            8'b00010101: sig <= 8'b10111101;
            8'b00010110: sig <= 8'b11000000;
            8'b00010111: sig <= 8'b11000010;
            8'b00011000: sig <= 8'b11000101;
            8'b00011001: sig <= 8'b11001000;
            8'b00011010: sig <= 8'b11001010;
            8'b00011011: sig <= 8'b11001101;
            8'b00011100: sig <= 8'b11001111;
            8'b00011101: sig <= 8'b11010001;
            8'b00011110: sig <= 8'b11010100;
            8'b00011111: sig <= 8'b11010110;
            8'b00100000: sig <= 8'b11011000;
            8'b00100001: sig <= 8'b11011010;
            8'b00100010: sig <= 8'b11011101;
            8'b00100011: sig <= 8'b11011111;
            8'b00100100: sig <= 8'b11100001;
            8'b00100101: sig <= 8'b11100011;
            8'b00100110: sig <= 8'b11100101;
            8'b00100111: sig <= 8'b11100110;
            8'b00101000: sig <= 8'b11101000;
            8'b00101001: sig <= 8'b11101010;
            8'b00101010: sig <= 8'b11101011;
            8'b00101011: sig <= 8'b11101101;
            8'b00101100: sig <= 8'b11101111;
            8'b00101101: sig <= 8'b11110000;
            8'b00101110: sig <= 8'b11110001;
            8'b00101111: sig <= 8'b11110011;
            8'b00110000: sig <= 8'b11110100;
            8'b00110001: sig <= 8'b11110101;
            8'b00110010: sig <= 8'b11110110;
            8'b00110011: sig <= 8'b11110111;
            8'b00110100: sig <= 8'b11111000;
            8'b00110101: sig <= 8'b11111001;
            8'b00110110: sig <= 8'b11111010;
            8'b00110111: sig <= 8'b11111010;
            8'b00111000: sig <= 8'b11111011;
            8'b00111001: sig <= 8'b11111100;
            8'b00111010: sig <= 8'b11111100;
            8'b00111011: sig <= 8'b11111101;
            8'b00111100: sig <= 8'b11111101;
            8'b00111101: sig <= 8'b11111101;
            8'b00111110: sig <= 8'b11111101;
            8'b00111111: sig <= 8'b11111101;
            8'b01000000: sig <= 8'b11111110;
            8'b01000001: sig <= 8'b11111101;
            8'b01000010: sig <= 8'b11111101;
            8'b01000011: sig <= 8'b11111101;
            8'b01000100: sig <= 8'b11111101;
            8'b01000101: sig <= 8'b11111101;
            8'b01000110: sig <= 8'b11111100;
            8'b01000111: sig <= 8'b11111100;
            8'b01001000: sig <= 8'b11111011;
            8'b01001001: sig <= 8'b11111010;
            8'b01001010: sig <= 8'b11111010;
            8'b01001011: sig <= 8'b11111001;
            8'b01001100: sig <= 8'b11111000;
            8'b01001101: sig <= 8'b11110111;
            8'b01001110: sig <= 8'b11110110;
            8'b01001111: sig <= 8'b11110101;
            8'b01010000: sig <= 8'b11110100;
            8'b01010001: sig <= 8'b11110011;
            8'b01010010: sig <= 8'b11110001;
            8'b01010011: sig <= 8'b11110000;
            8'b01010100: sig <= 8'b11101111;
            8'b01010101: sig <= 8'b11101101;
            8'b01010110: sig <= 8'b11101011;
            8'b01010111: sig <= 8'b11101010;
            8'b01011000: sig <= 8'b11101000;
            8'b01011001: sig <= 8'b11100110;
            8'b01011010: sig <= 8'b11100101;
            8'b01011011: sig <= 8'b11100011;
            8'b01011100: sig <= 8'b11100001;
            8'b01011101: sig <= 8'b11011111;
            8'b01011110: sig <= 8'b11011101;
            8'b01011111: sig <= 8'b11011010;
            8'b01100000: sig <= 8'b11011000;
            8'b01100001: sig <= 8'b11010110;
            8'b01100010: sig <= 8'b11010100;
            8'b01100011: sig <= 8'b11010001;
            8'b01100100: sig <= 8'b11001111;
            8'b01100101: sig <= 8'b11001101;
            8'b01100110: sig <= 8'b11001010;
            8'b01100111: sig <= 8'b11001000;
            8'b01101000: sig <= 8'b11000101;
            8'b01101001: sig <= 8'b11000010;
            8'b01101010: sig <= 8'b11000000;
            8'b01101011: sig <= 8'b10111101;
            8'b01101100: sig <= 8'b10111010;
            8'b01101101: sig <= 8'b10111000;
            8'b01101110: sig <= 8'b10110101;
            8'b01101111: sig <= 8'b10110010;
            8'b01110000: sig <= 8'b10101111;
            8'b01110001: sig <= 8'b10101100;
            8'b01110010: sig <= 8'b10101001;
            8'b01110011: sig <= 8'b10100110;
            8'b01110100: sig <= 8'b10100011;
            8'b01110101: sig <= 8'b10100000;
            8'b01110110: sig <= 8'b10011101;
            8'b01110111: sig <= 8'b10011010;
            8'b01111000: sig <= 8'b10010111;
            8'b01111001: sig <= 8'b10010100;
            8'b01111010: sig <= 8'b10010001;
            8'b01111011: sig <= 8'b10001110;
            8'b01111100: sig <= 8'b10001011;
            8'b01111101: sig <= 8'b10001000;
            8'b01111110: sig <= 8'b10000101;
            8'b01111111: sig <= 8'b10000010;
            8'b10000000: sig <= 8'b01111111;
            8'b10000001: sig <= 8'b01111011;
            8'b10000010: sig <= 8'b01111000;
            8'b10000011: sig <= 8'b01110101;
            8'b10000100: sig <= 8'b01110010;
            8'b10000101: sig <= 8'b01101111;
            8'b10000110: sig <= 8'b01101100;
            8'b10000111: sig <= 8'b01101001;
            8'b10001000: sig <= 8'b01100110;
            8'b10001001: sig <= 8'b01100011;
            8'b10001010: sig <= 8'b01100000;
            8'b10001011: sig <= 8'b01011101;
            8'b10001100: sig <= 8'b01011010;
            8'b10001101: sig <= 8'b01010111;
            8'b10001110: sig <= 8'b01010100;
            8'b10001111: sig <= 8'b01010001;
            8'b10010000: sig <= 8'b01001110;
            8'b10010001: sig <= 8'b01001011;
            8'b10010010: sig <= 8'b01001000;
            8'b10010011: sig <= 8'b01000101;
            8'b10010100: sig <= 8'b01000011;
            8'b10010101: sig <= 8'b01000000;
            8'b10010110: sig <= 8'b00111101;
            8'b10010111: sig <= 8'b00111011;
            8'b10011000: sig <= 8'b00111000;
            8'b10011001: sig <= 8'b00110101;
            8'b10011010: sig <= 8'b00110011;
            8'b10011011: sig <= 8'b00110000;
            8'b10011100: sig <= 8'b00101110;
            8'b10011101: sig <= 8'b00101100;
            8'b10011110: sig <= 8'b00101001;
            8'b10011111: sig <= 8'b00100111;
            8'b10100000: sig <= 8'b00100101;
            8'b10100001: sig <= 8'b00100011;
            8'b10100010: sig <= 8'b00100000;
            8'b10100011: sig <= 8'b00011110;
            8'b10100100: sig <= 8'b00011100;
            8'b10100101: sig <= 8'b00011010;
            8'b10100110: sig <= 8'b00011000;
            8'b10100111: sig <= 8'b00010111;
            8'b10101000: sig <= 8'b00010101;
            8'b10101001: sig <= 8'b00010011;
            8'b10101010: sig <= 8'b00010010;
            8'b10101011: sig <= 8'b00010000;
            8'b10101100: sig <= 8'b00001110;
            8'b10101101: sig <= 8'b00001101;
            8'b10101110: sig <= 8'b00001100;
            8'b10101111: sig <= 8'b00001010;
            8'b10110000: sig <= 8'b00001001;
            8'b10110001: sig <= 8'b00001000;
            8'b10110010: sig <= 8'b00000111;
            8'b10110011: sig <= 8'b00000110;
            8'b10110100: sig <= 8'b00000101;
            8'b10110101: sig <= 8'b00000100;
            8'b10110110: sig <= 8'b00000011;
            8'b10110111: sig <= 8'b00000011;
            8'b10111000: sig <= 8'b00000010;
            8'b10111001: sig <= 8'b00000001;
            8'b10111010: sig <= 8'b00000001;
            8'b10111011: sig <= 8'b00000000;
            8'b10111100: sig <= 8'b00000000;
            8'b10111101: sig <= 8'b00000000;
            8'b10111110: sig <= 8'b00000000;
            8'b10111111: sig <= 8'b00000000;
            8'b11000000: sig <= 8'b00000000;
            8'b11000001: sig <= 8'b00000000;
            8'b11000010: sig <= 8'b00000000;
            8'b11000011: sig <= 8'b00000000;
            8'b11000100: sig <= 8'b00000000;
            8'b11000101: sig <= 8'b00000000;
            8'b11000110: sig <= 8'b00000001;
            8'b11000111: sig <= 8'b00000001;
            8'b11001000: sig <= 8'b00000010;
            8'b11001001: sig <= 8'b00000011;
            8'b11001010: sig <= 8'b00000011;
            8'b11001011: sig <= 8'b00000100;
            8'b11001100: sig <= 8'b00000101;
            8'b11001101: sig <= 8'b00000110;
            8'b11001110: sig <= 8'b00000111;
            8'b11001111: sig <= 8'b00001000;
            8'b11010000: sig <= 8'b00001001;
            8'b11010001: sig <= 8'b00001010;
            8'b11010010: sig <= 8'b00001100;
            8'b11010011: sig <= 8'b00001101;
            8'b11010100: sig <= 8'b00001110;
            8'b11010101: sig <= 8'b00010000;
            8'b11010110: sig <= 8'b00010010;
            8'b11010111: sig <= 8'b00010011;
            8'b11011000: sig <= 8'b00010101;
            8'b11011001: sig <= 8'b00010111;
            8'b11011010: sig <= 8'b00011000;
            8'b11011011: sig <= 8'b00011010;
            8'b11011100: sig <= 8'b00011100;
            8'b11011101: sig <= 8'b00011110;
            8'b11011110: sig <= 8'b00100000;
            8'b11011111: sig <= 8'b00100011;
            8'b11100000: sig <= 8'b00100101;
            8'b11100001: sig <= 8'b00100111;
            8'b11100010: sig <= 8'b00101001;
            8'b11100011: sig <= 8'b00101100;
            8'b11100100: sig <= 8'b00101110;
            8'b11100101: sig <= 8'b00110000;
            8'b11100110: sig <= 8'b00110011;
            8'b11100111: sig <= 8'b00110101;
            8'b11101000: sig <= 8'b00111000;
            8'b11101001: sig <= 8'b00111011;
            8'b11101010: sig <= 8'b00111101;
            8'b11101011: sig <= 8'b01000000;
            8'b11101100: sig <= 8'b01000011;
            8'b11101101: sig <= 8'b01000101;
            8'b11101110: sig <= 8'b01001000;
            8'b11101111: sig <= 8'b01001011;
            8'b11110000: sig <= 8'b01001110;
            8'b11110001: sig <= 8'b01010001;
            8'b11110010: sig <= 8'b01010100;
            8'b11110011: sig <= 8'b01010111;
            8'b11110100: sig <= 8'b01011010;
            8'b11110101: sig <= 8'b01011101;
            8'b11110110: sig <= 8'b01100000;
            8'b11110111: sig <= 8'b01100011;
            8'b11111000: sig <= 8'b01100110;
            8'b11111001: sig <= 8'b01101001;
            8'b11111010: sig <= 8'b01101100;
            8'b11111011: sig <= 8'b01101111;
            8'b11111100: sig <= 8'b01110010;
            8'b11111101: sig <= 8'b01110101;
            8'b11111110: sig <= 8'b01111000;
            8'b11111111: sig <= 8'b01111011;
            default: sig <= 8'b00000000;  
        endcase
    end
endmodule
```

## run.sh

```bash
#!/bin/bash
# OpenROAD 26Q1-2900-gdf79404cd8, Yosys 0.63+post, stock flow scripts
make -C /OpenROAD-flow-scripts/flow DESIGN_CONFIG=/design/flow/config.mk WORK_HOME=/design/flow/orfs finish
```

## config.mk

```make
export PLATFORM = sky130hd
export DESIGN_NAME = top
export DESIGN_NICKNAME = top
export VERILOG_FILES = /design/flow/design.v
export SDC_FILE = /design/flow/constraint.sdc
export NUM_CORES = 4
export LEC_CHECK = 1
export CORE_UTILIZATION = 50
```

## constraint.sdc

```tcl
current_design top

set clk_period 5.0
set clk_io_pct 0.2

create_clock -name clk0 -period $clk_period [get_ports {raw_clk}]

set non_clock_inputs [all_inputs -no_clocks]
set_input_delay [expr $clk_period * $clk_io_pct] -clock clk0 $non_clock_inputs
set_output_delay [expr $clk_period * $clk_io_pct] -clock clk0 [all_outputs]
```

==> reports/highlights.md <==
## Yosys
* post-synth area from yosys stat: 0.00618 mm2
* post-synth design cell area: 0.00618 mm2
* yosys warning tally: 6
* Post-synth seq share: 23.7%
* syn_area_per_cell: 7.36 um2
* ys async rst share: 0%
* cell count in the Yosys report: 840
* number of distinct library cells after synthesis: 77
* flip-flop cell with the highest count after synthesis: dfxtp_1
* largest area contributor in the netlist: dfxtp_1
* proportion of netlist area held by the largest area contributor: 23.7%
* biggest area cells: dfxtp_1 (24%), o21ai_0 (5.6%), ha_1 (5.5%)
* number of standard cells after synthesis: 840
* count of flip-flops with a built-in enable after synthesis: 0
* Yosys reg bits: 73

## Floorplanning
* Core Density at Floorplan: 51.4%
* number of placement rows: 40
* Die Ht: 113 um
* total die area: 0.0128 mm2
* top-level port count: 9
* width of the chip: 113 um
* area of the core region: 0.0120 mm2

## Power and ir drop
* net switching fraction of the power: 18.6%
* switching power: 0.127 mW
* overall power after layout: 0.682 mW
* Int Power: 0.555 mW
* share of power burned in combinational logic: 0%
* clock network power share: 53.3%
* leak pwr: 2.06 nW
* PD cells: 108 mW/mm2
* peak ir drop on the vdd network: 0.000225 V
* portion of total power attributed to sequential cells: 46.7%

## Clock network
* clock tree buffer depth: 2
* TritonCTS buffer count: 5
* clock insertion delay at the later pin of the skew report: 0.29 ns
* CTS-repair resized insts: 0
* TritonCTS clock tree: done
* count of hold buffers inserted by post-cts repair: 0
* Clock transition at path regs: 0.06 ns
* depth of the CTS H-tree: 2
* number of buffers inserted by post-CTS setup repair: 0
* cell at the root of the clock tree: clkbuf_16

## Worst setup path
* crit path capture type: flip-flop
* Worst EP arrival: 2.25 ns
* WS Path Type: flip-flop to flip-flop
* data required time at the worst endpoint: 5.17 ns
* Worst Setup Start Kind: flip-flop
* Max FO, Critical Path: 8

## Timing
* setup skew after layout: 0.00708 ns
* total setup violations reported at the end of the flow: 0
* register pins left without a clock: 33
* shortest clock period the worst path allows after layout: 2.09 ns
* number of hold-slack violations in the final timing report: 0
* share of the cycle needed by the critical path after routing: 41.7%
* relative slew slack: 35.2%
* Final Slew Violations: 0
* Fmax: 479 MHz
* smallest setup slack after layout: 2.91 ns
* accumulated negative setup slack: 0 ns
* RSZ-0062 raised after global routing: no
* Tightest Pin Transition: 0.963 ns
* number of unconstrained endpoints: 41

## Detailed routing
* final wirelength: 17400 um
* Pre-Repair DR Iteration Count: 6
* Routed WL per cell: 18.6 um
* violation count after the first detailed-routing iteration: 865
* average via count per standard cell: 6.52
* residual antenna-violating net count after detailed routing: 0
* overall via count from detail_route: 6081
* Remaining DRCs: 0
* diode insertion count for antenna repair: 0

## Cells and area
* Area Overhead vs Synth: 1.86%
* footprint of the flip-flops and latches: 0.00147 mm2
* Comb gate area: 0.00422 mm2
* final standard cell area without fillers: 0.00629 mm2
* share of layout cells above drive strength 1: 6.62%
* Layout fillers: 1182

## Place
* placed instance area: 0.00612 mm2
* global placement routability congestion: 0.947
* IO buf count: 8
* Placement Setup Slack: 2.90 ns
* DP Wirelength: 11600 um

## Run
* max capacitance violation total: 0
* number of warnings the tools reported: 43

## GRT
* overall overflow remaining after global route: 0
* initial antenna violation count: 0
* first-pass GRT wire length: 28800 um
* GRT Total Usage: 28.5%
* pin count of the biggest net entering global routing: 68
* number of global-route vias before repair: 5409

## Outcome
* run status: finished clean

## Hold path
* type of the most critical hold path: flip-flop to flip-flop

==> per-stage QoR <==
step | std cells | utilization [%] | hold WS, ns
after floorplan | 840 | - | 0.437
after global placement | 924 | 51.0 | 0.454
after detailed placement | 924 | 51.0 | 0.464
after CTS | 932 | 52.4 | 0.477
after global routing | 932 | 52.4 | 0.494
final | 932 | 52.4 | 0.476
==> layout make-up <==
cell class              count  share of cell area, %
clock buffers               5                   1.99
clock inverters             3                  0.736
inverters                  28                   1.67
multi-input cells         659                   67.0
flip-flops and latches     73                   23.3
well taps                 147                   2.92
repair buffers             17                   2.35
==> Yosys cell counts, types with 20 or more instances <==
cell,count
nand3_1,31
o21ai_0,69
nor2_1,84
buf_2,31
nand2_1,79
dfxtp_1,73
xnor2_1,22
inv_1,23
nor3_1,20
ha_1,27
a21oi_1,54
clkbuf_1,30
==> worst paths after layout <==
path              slack (ns)                        end  cells past startpoint                 startpoint
hold / removal          0.48  clk_chfreq_ps.devider[21]                      1  clk_chfreq_ps.devider[21]
hold reg to reg         0.48  clk_chfreq_ps.devider[21]                      1  clk_chfreq_ps.devider[21]
setup / recovery        2.91  clk_chfreq_ps.devider[21]                      8   clk_chfreq_ps.devider[0]
setup reg to reg        2.91  clk_chfreq_ps.devider[21]                      8   clk_chfreq_ps.devider[0]
==> registers in the layout, indices dropped and copies added (netlist names), 6 cells and up <==
name	cells
clk999hz_ps.devider	6
clk678hz_ps.devider	7
gen999hz.sig	8
clk_chfreq_ps.devider	24
gen999hz.st_sig.counter	8
gen678hz.sig	8
gen678hz.st_sig.counter	8
==> cell families after synthesis <==
family	after synthesis	synth area share (%)
and+or+nand+nor	303	23.8
AOI/OAI and AO/OA	264	28.3
buffers and inverters	108	8.10
DFF	73	23.7
xor gates and xnor gates	41	5.81
adders and majority gates	27	5.47
muxes	24	4.90
==> routing by layer <==
layer | GRT usage, % | wire, um
met4 | 4.21 | 271
met2 | 41.9 | 7450
met3 | 2.51 | 1300
met5 | 0 | 0
met1 | 47.0 | 8360
==> layout by cell type (no fill, tap or decap), drive strengths merged, types with 9 or more instances in the layout <==
master   n
nand2b  16
a21oi   54
o211ai  19
dfxtp   73
mux2i   10
nor2b   17
a21o     9
a211oi  11
mux2    10
inv     29
a221oi   9
nand2   79
nor3    20
nor2    86
nand3   31
buf      9
nand4   12
ha      27
o21ai   73
xor2    19
a31oi   16
xnor2   22
and3    11
==> critical path, stage by stage, from the launching register on <==
cell	delay, ns
dfxtp_1	0.34
inv_1	0.07
ha_1	0.13
nor4b_1	0.28
nand4_1	0.16
nor4_2	0.55
buf_4	0.26
nand3b_1	0.10
o21ai_0	0.07
==> power groups by stage <==
| stage | clock [mW] | sequential, mW | combinational, mW |
|---|---|---|---|
| CTS | 0.373 | 0.319 | 0.00000139 |
| global route | 0.384 | 0.318 | 0.00000139 |
| finish | 0.363 | 0.319 | 0.00000139 |
Power and IR drop assume default switching activity.
